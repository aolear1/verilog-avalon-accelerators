File: /design/flow/config.mk
export PLATFORM = sky130hd
export DESIGN_NAME = dotopt
export DESIGN_NICKNAME = dotopt
export VERILOG_FILES = /design/flow/design.v
export SDC_FILE = /design/flow/constraint.sdc
export NUM_CORES = 4
export LEC_CHECK = 1
export CORE_UTILIZATION = 30
File: /design/flow/constraint.sdc
current_design dotopt

set clk_period 16.6
set clk_io_pct 0.2

create_clock -name clk0 -period $clk_period [get_ports {clk}]

set non_clock_inputs [all_inputs -no_clocks]
set_input_delay [expr $clk_period * $clk_io_pct] -clock clk0 $non_clock_inputs
set_output_delay [expr $clk_period * $clk_io_pct] -clock clk0 [all_outputs]
File: /design/flow/design.v
module dotopt(input logic clk, input logic rst_n,
           output logic slave_waitrequest,
           input logic [3:0] slave_address,
           input logic slave_read, output logic [31:0] slave_readdata,
           input logic slave_write, input logic [31:0] slave_writedata,
           input logic master_waitrequest,
           output logic [31:0] master_address,
           output logic master_read, input logic [31:0] master_readdata, input logic master_readdatavalid,
           output logic master_write, output logic [31:0] master_writedata,
           input logic master2_waitrequest,
           output logic [31:0] master2_address,
           output logic master2_read, input logic [31:0] master2_readdata, input logic master2_readdatavalid,
           output logic master2_write, output logic [31:0] master2_writedata);
    enum { Sload, Srequestread, Sread } state1, state2;
    logic [31:0] parameters [2:5];
    logic [31:0] sdram_addr, sram_addr, words_remaining, sram_data, sdram_data;
    logic [63:0] multiplied;
    assign master_read = state1 == Srequestread;
    assign master_write = 0;
    assign master_writedata = 0;
    assign sdram_data = master_readdata;
    assign master2_read = state2 == Srequestread;
    assign master2_write = 0;
    assign master2_writedata = 0;
    assign slave_waitrequest = state1 != Sload;
    assign multiplied = {{32{sram_data[31]}},sram_data} * {{32{sdram_data[31]}},sdram_data};
    logic signed [31:0] sum;
    assign slave_readdata = sum;
    always_ff @(posedge clk) begin
        if (!rst_n) begin
            state1 <= Sload;
        end else begin
            case(state1)
                Sload: begin
                    if (slave_write) begin
                        case(slave_address)
                            0: begin
                                state1 <= Srequestread;
                                master_address <= parameters[2];
                                master2_address <= parameters[3];
                                words_remaining <= parameters[5];
                                sum <= 0;
                            end
                            2, 3, 5: begin
                                parameters[slave_address] <= slave_writedata;
                            end
                        endcase
                    end
                end
                Srequestread: begin
                    if (!master_waitrequest) begin
                        state1 <= Sread;
                    end
                end
                Sread: begin
                    if (master_readdatavalid) begin
                        sum <= sum + multiplied[47:16];
                        master_address <= master_address + 4;
                        master2_address <= master2_address + 4;
                        words_remaining <= words_remaining - 1;
                        if (words_remaining == 1) begin
                            state1 <= Sload;
                        end else begin
                            state1 <= Srequestread;
                        end
                    end
                end
            endcase
        end
    end
    always_ff @(posedge clk) begin
        if (!rst_n) begin
            state2 <= Sload;
        end else begin
            case(state2)
                Sload: begin
                    if ((state1 == Sread && master_readdatavalid && words_remaining != 1) ||
                        (state1 == Sload && slave_write && slave_address == 0))
                    begin
                            state2 <= Srequestread;
                    end
                end
                Srequestread: begin
                    if (!master2_waitrequest) begin
                        state2 <= Sread;
                    end
                end
                Sread: begin
                    if (master2_readdatavalid) begin
                        state2 <= Sload;
                        sram_data <= master2_readdata;
                    end
                end
            endcase
        end
    end
endmodule: dotopt
File: /design/flow/run.sh
#!/bin/bash
# OpenROAD 26Q1-2900-gdf79404cd8, Yosys 0.63+post, stock flow scripts
make -C /OpenROAD-flow-scripts/flow DESIGN_CONFIG=/design/flow/config.mk WORK_HOME=/design/flow/orfs finish
==> run_results.csv <==
group,metric,value,unit
run_status,outcome,"complete, no violations",
routing,remaining_drc_errors,0,
routing,wire_per_inst,17.4,um
final_layout,syn_to_final_growth,11.9,%
setup_path,required,16.90,ns
clock_tree,htreeDepth,2,
clock_tree,cts_sinks,261,
routing,drtIter0Drc,1150,
die,ioPinCount,273,
logic_synthesis,synth_seq_share,0.188,
logic_synthesis,logic_family,"adder cells",
setup_path,crit_path_frequent_cell,"fa_1",
global_routing,grt_start_max_net_pins,74,
logic_synthesis,netlist_instances,4185,
logic_synthesis,ys_cells,4185,
sta,max_slew_margin,0.392,
sta,setup-violations-final,0,
setup_path,end_kind,"flip-flop",
clock_tree,clock_latency,0.57,ns
final_layout,drive_gt1_frac,0.0347,
clock_tree,ctsResizeCount,0,
global_routing,overflow,0,
run,warnings,31,
place,dp_slack,3.20,ns
clock_tree,cts_hold_buf,0,
die,fp_util,0.302,
routing,dr.pass1.iters,13,
place,dp_hpwl,82.3,mm
logic_synthesis,ys_sh_adder,0.465,
logic_synthesis,synth-simple-area-share,0.160,
setup_path,cp-startpoint,"master_readdata[3]",
sta,fmax,78.1,MHz
setup_path,critPathMaxStageDelay,0.76,ns
logic_synthesis,ys_sh_xor,0.0362,
setup_path,startpoint_type,"input pin",
sta,drv_slew,0,
final_layout,mostFrequentLayoutCell,"fa_1",
sta,rsz0062_at_grt,"no",
hold_path,holdCritPathClass,"reg -> reg",
global_routing,antenna_found_initial,6,
clock_tree,cts_tree,"done",
die,coreArea,0.137,mm^2
logic_synthesis,ys.warnings.count,1,
hold_path,min-delay-start,"state2[0]",
logic_synthesis,flop_cell,"edfxtp_1",
hold_path,min_path_cells,2,
final_layout,lay_top_cells,"839 x fa_1, 818 x inv_1, 557 x nand2_1",
setup_path,reg2reg_from,"sram_data[14]",
logic_synthesis,muxShareOfSynthArea,0.000241,
clock_tree,tritoncts.num_buffers,34,
sta,hold_viol,0,
logic_synthesis,synth_cell_types,71,
setup_path,worstSetupPathType,"in -> reg",
die,chipArea,0.140,mm^2
setup_path,cp.arrival,13.11,ns
die,num_rows,136,
logic_synthesis,netlist_area,0.0415,mm^2
place,gp_congestion,0.897,
setup_path,worstRegToRegCells,33,
setup_path,slowest_stage,"a2bb2oi_1",
sta,period_used_share,0.772,
global_routing,first_global_vias,30300,
logic_synthesis,ys_ff,261,
die,die_y,374,um
global_routing,grt_pass1_wl,172,mm
clock_tree,clock_path_buffers,3,
sta,worstMarginPinSlew,0.909,ns
clock_tree,cts_root_buffer,"clkbuf_16",
routing,vias,27900,
sta,fin_crit,12.81,ns
sta,worst_clock_skew,0.0331,ns
die,die_w,374,um
sta,setup_ws,3.79,ns
clock_tree,clk_pin_slew_worst_paths,0.05,ns
setup_path,crit_family,"adder cells",
routing,wirelength,107,mm
routing,via_per_inst,4.56,
place,port_buffers,205,
logic_synthesis,syn_avg_cell_area,9.92,um^2
final_layout,combGateArea,0.0297,mm^2
final_layout,num-fill-cells,13700,
clock_tree,cts_setup_buffers,0,
routing,drtAntennaViolNets,0,
final_layout,seq_area,0.00779,mm^2
logic_synthesis,edf_count,256,
run,drv_cap,0,
setup_path,path_buffers,6,
sta,setup_tns,0,ns
global_routing,grt_use_total,0.168,
setup_path,path_depth,34,
logic_synthesis,async_flop_share,0,
setup_path,path_max_fanout,32,
logic_synthesis,ys_sh_aoi,0.0468,
logic_synthesis,ys_chip_area,0.0415,mm^2
==> cells by family (layout without fill, tap and decap cells) <==
kind of cell / after synthesis / count (layout)
simple gates: 1323 / 1323
compound gates: 309 / 309
xor+xnor: 166 / 166
other cells: 1 / 68
buf+inv: 1083 / 1159
mux: 1 / 1
flops: 261 / 261
fa+ha+maj: 1041 / 1041
==> layer usage <==
metal | wire [um] | global-route usage | vias to the layer above
li1 | - | - | 12800
met1 | 42400 | 0.223 | 14000
met2 | 47700 | 0.247 | 1079
met3 | 14900 | 0.103 | 93
met4 | 1760 | 0.0228 | 4
met5 | 21 | 0 | -
==> area by class of cell <==
type | instances | area share
Antenna cell | 2 | 0.000108
Sequential cell | 261 | 0.168
Timing Repair Buffer | 282 | 0.0566
Clock inverter | 19 | 0.00355
Clock buffer | 40 | 0.0188
Multi-Input combinational cell | 2906 | 0.639
Inverter | 818 | 0.0661
Tap cell | 1794 | 0.0483
==> cells in the mapped netlist, types with 18 or more instances <==
library cell    n  area [um^2]
fa_1          839        16800
inv_1         818         3070
nand2_1       557         2090
and2_1        496         3100
edfxtp_1      256         7690
ha_1          202         2530
clkbuf_1      197          739
o21ai_0       100          500
xnor2_1        95          832
nor2_1         86          323
xor2_1         67          587
buf_4          66          495
a21oi_1        61          305
nand3_1        44          220
a21o_1         39          293
nor3_1         29          145
and3_1         24          150
o21ai_1        18         90.1
==> worst reg2reg max path, delay by kind of cell, from the launching register on <==
kind	cells	cell delay (ns)
fa+ha+maj	10	4.55
compound gates	7	2.46
simple gates	10	1.56
buf+inv	5	0.62
flops	1	0.32
xor+xnor	1	0.17
==> registers in the layout (all words and copies together) (netlist names) <==
signal,cells
sram_data,32
words_remaining,32
master2_address,32
state1,2
master_address,32
parameters,96
sum,32
state2,3
==> per-stage QoR <==
stage	instance area [um^2]	utilization	hold slack, ns	cells
3_5_place_dp	45400	0.331	0.467	6061
4_1_cts	46500	0.338	0.499	6120
3_3_place_gp	45400	0.331	0.468	6061
2_1_floorplan	41800	-	0.447	4250
5_1_grt	46500	0.338	0.520	6120
6_report	46500	0.338	0.493	6122
==> worst paths after layout <==
path          endpoint  slack [ns]
max            sum[28]        3.79
min          state2[0]        0.49
max reg2reg    sum[28]        6.66
min reg2reg  state2[0]        0.49
