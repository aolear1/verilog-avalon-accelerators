==> design.v <==
module dotoptact(input logic clk, input logic rst_n,
           output logic slave_waitrequest,
           input logic [3:0] slave_address,
           input logic slave_read, output logic [31:0] slave_readdata,
           input logic slave_write, input logic [31:0] slave_writedata,
           input logic master_waitrequest,
           output logic [31:0] master_address,
           output logic master_read, input logic [31:0] master_readdata, input logic master_readdatavalid,
           output logic master_write, output logic [31:0] master_writedata,
           input logic master2_waitrequest,
           output logic [31:0] master2_address,
           output logic master2_read, input logic [31:0] master2_readdata, input logic master2_readdatavalid,
           output logic master2_write, output logic [31:0] master2_writedata);
    enum { Sload, Srequestread, Sread, Srequestbias, Sreadbias, Srequestwrite } state1, state2;
    logic [31:0] parameters [1:7];
    logic [31:0] sdram_addr, sram_addr, words_remaining;
    logic signed [63:0] sram_data, sdram_data, multiplied;
    logic signed [31:0] sum;
    assign master_read = state1 == Srequestread || state1 == Srequestbias;
    assign master_write = 0;
    assign master_writedata = 0;
    assign sdram_data = {{32{master_readdata[31]}},master_readdata};
    assign master2_read = state2 == Srequestread;
    assign master2_write = state1 == Srequestwrite;
    assign master2_writedata = (parameters[7] && sum < 0) ? 0 : sum;
    assign slave_waitrequest = state1 != Sload;
    assign multiplied = sram_data * sdram_data;
    assign slave_readdata = 0;
    always_ff @(posedge clk) begin
        if (!rst_n) begin
            state1 <= Sload;
        end else begin
            case(state1)
                Sload: begin
                    if (slave_write) begin
                        case(slave_address)
                            0: begin
                                state1 <= Srequestread;
                                master_address <= parameters[2];
                                master2_address <= parameters[3];
                                words_remaining <= parameters[5];
                                sum <= 0;
                            end
                            1, 2, 3, 4, 5, 7: begin
                                parameters[slave_address] <= slave_writedata;
                            end
                        endcase
                    end
                end
                Srequestread: begin
                    if (!master_waitrequest) begin
                        state1 <= Sread;
                    end
                end
                Sread: begin
                    if (master_readdatavalid) begin
                        sum <= sum + multiplied[47:16];
                        master2_address <= master2_address + 4;
                        words_remaining <= words_remaining - 1;
                        if (words_remaining == 1) begin
                            state1 <= Srequestbias;
                            master_address <= parameters[1];
                        end else begin
                            state1 <= Srequestread;
                            master_address <= master_address + 4;
                        end
                    end
                end
                Srequestbias: begin
                    if (!master_waitrequest) begin
                        state1 <= Sreadbias;
                    end
                end
                Sreadbias: begin
                    if (master_readdatavalid) begin
                        sum <= sum + master_readdata;
                        master2_address <= parameters[4];
                        state1 <= Srequestwrite;
                    end
                end
                Srequestwrite: begin
                    if (!master2_waitrequest) begin
                        state1 <= Sload;
                    end
                end
            endcase
        end
    end
    always_ff @(posedge clk) begin
        if (!rst_n) begin
            state2 <= Sload;
        end else begin
            case(state2)
                Sload: begin
                    if ((state1 == Sread && master_readdatavalid && words_remaining != 1) ||
                        (state1 == Sload && slave_write && slave_address == 0))
                    begin
                            state2 <= Srequestread;
                    end
                end
                Srequestread: begin
                    if (!master2_waitrequest) begin
                        state2 <= Sread;
                    end
                end
                Sread: begin
                    if (master2_readdatavalid) begin
                        state2 <= Sload;
                        sram_data <= {{32{master2_readdata[31]}},master2_readdata};
                    end
                end
            endcase
        end
    end
endmodule: dotoptact
==> run.sh <==
#!/bin/bash
# OpenROAD 26Q1-2900-gdf79404cd8, Yosys 0.63+post, stock flow scripts
make -C /OpenROAD-flow-scripts/flow DESIGN_CONFIG=/design/flow/config.mk WORK_HOME=/design/flow/orfs finish
==> config.mk <==
export PLATFORM = sky130hd
export DESIGN_NAME = dotoptact
export DESIGN_NICKNAME = dotoptact
export VERILOG_FILES = /design/flow/design.v
export SDC_FILE = /design/flow/constraint.sdc
export NUM_CORES = 4
export LEC_CHECK = 1
export CORE_UTILIZATION = 40
==> constraint.sdc <==
current_design dotoptact

set clk_period 19.4
set clk_io_pct 0.2

create_clock -name clk0 -period $clk_period [get_ports {clk}]

set non_clock_inputs [all_inputs -no_clocks]
set_input_delay [expr $clk_period * $clk_io_pct] -clock clk0 $non_clock_inputs
set_output_delay [expr $clk_period * $clk_io_pct] -clock clk0 [all_outputs]
==> qor.yml <==
layout:
  layout-drive-gt1-share: 0.03780
  regArea_um2: 10690
  combGateArea_um2: 30350
  fill_cells: 10390
  syn2layout_area_growth_pct: 10.83
global_route:
  grt_max_degree: 77
  grt_pass1_vias: 31530
  grt_usage: 0.2326
  grt_pass1_wl_mm: 185.0
  antenna_found_initial: 3
  overflow: 0
clock_tree:
  cts_max_level: 2
  clkSlewWorstSetupHoldPaths_ns: 0.08
  numCtsBuffers: 41
  cts_setup_buffers: 0
  cts.hold.buffers_added: 0
  cts_tree: "done"
  cts_sinks: 358
  post_cts_resized: 0
  root_buffer: "clkbuf_16"
  clkLatencyLatePin_ns: 0.61
  cts_buffer_depth: 3
floorplan:
  dieWidth_um: 338.0
  ios: 273
  fp-utilization: 0.4059
  std_cell_rows: 122
  die_area_um2: 114300
  core_area_um2: 111300
  die-height_um: 338.0
synthesis:
  netlist_area_um2: 45160
  synth_top_area_share: 0.3719
  ys_area_um2: 45160
  edf_count: 352
  ys_ff: 358
  synth.avg_cell_area_um2: 10.20
  yosys.area.top_type: "fa_1"
  synthFlopType: "edfxtp_1"
  synthCells: 4430
  top_cells_by_area: "fa_1 (37%), edfxtp_1 (23%), and2_1 (7.4%)"
  ys_cells: 4430
  synth.most_common_cell: "fa_1"
  ys_seq_share: 0.2367
  ys_top_cells_by_count: "fa_1 (839), inv_1 (829), nand2_1 (566), and2_1 (533), edfxtp_1 (352)"
  ys_warn_count: 1
  synth_cell_types: 65
  async_flop_share: 0
worst_setup_path:
  crit_type: "input pin to register"
  cp_max_fo: 33
  critical_path.max_stage_delay_ns: 0.57
  r2r_cells: 37
  worstPathRequired_ns: 19.71
  crit_start: "master_readdata[3]"
  r2r_slack_ns: 8.35
  crit_slowest_cell: "a21boi_0"
  cp_data_arrival_time_ns: 14.80
  reg2reg_from: "sram_data[6]$_DFFE_PP_"
  worstSetupEndpointType: "register"
  crit_path_start_kind: "input pin"
  cp_common_cell: "fa_1"
final_timing:
  hold_violations: 0
  fin_setup_tns_ns: 0
  clock-skew-final_ns: 0.03476
  fin_hold_ws_ns: 0.4862
  timing_worst_slew_pin_value_ns: 0.8822
  slew_headroom: 0.4097
  setup_viol: 0
  rsz0062_at_grt: "no"
  fin_crit_ns: 14.49
  finalClockPeriodUsage: 0.7467
  drv_slew: 0
  fmax_mhz: 69.03
placed_design:
  port_buffers: 206
  dp_hpwl_mm: 84.12
  gp_congestion: 0.9194
drt:
  routed_wl_mm: 117.8
  dr.pass1.iters: 5
  wl_per_cell_um: 19.43
  postRouteAntennaNets: 0
  via_per_inst: 4.919
  first_iter_violations: 1400
  vias: 29840
  drc_errors: 0
worst_hold_path:
  min_path_cells: 2
  hp-start: "state2[0]$_DFF_P_"
  worst_hold_path_type: "register to register"
run:
  tool_warnings: 31
  cap_violations: 0
status:
  status: "finished clean"
[layer usage]
layer	up-vias	global-route usage	routed length [µm]
met3	125	0.1217	14480
met1	14860	0.3299	47260
met4	6	0.03504	2310
li1	13660	-	-
met5	-	0	51
met2	1195	0.3416	53740
[placed cells by master, fill, tap and decap left out, types with 18 or more instances in the layout]
cell type / synthesis / final
ha_1: 202 / 202
clkbuf_16: 0 / 41
and2_1: 533 / 532
nand3_1: 36 / 36
o21ai_0: 166 / 165
inv_1: 829 / 829
edfxtp_1: 352 / 352
nand2_1: 566 / 565
nand2b_1: 22 / 22
fa_1: 839 / 839
xnor2_1: 104 / 104
clkdlybuf4s50_1: 0 / 206
a21o_1: 18 / 18
nor2_1: 95 / 91
nor3_1: 30 / 27
a22oi_1: 28 / 28
conb_1: 1 / 65
buf_4: 65 / 87
xor2_1: 72 / 72
a21oi_1: 66 / 65
[state kept, by name (all words and copies together), names as in the netlist]
name and count:
state2 3, sram_data 32, master_address 32, words_remaining 32
sum 32, parameters 192, master2_address 32, state1 3
[cells by family after synthesis]
kind of cell             Yosys count  synth area share
other                              1        0.00008303
XOR/XNOR                         177           0.03463
buffers and inverters           1113           0.09807
AND/OR/NAND/NOR                 1386            0.1557
flip-flops                       358            0.2367
AND-OR/OR-AND                    353           0.04671
adder cells (fa/ha/maj)         1041            0.4278
multiplexers                       1         0.0002216
[cell type report]
class                      count  area share
multi-input combinational   3023      0.6062
sequential                   358      0.2136
inverter                     829     0.06217
timing repair buffer         293     0.05424
tap                         1488     0.03720
clock buffer                  46     0.02087
clock inverter                28    0.005649
antenna                        1  0.00004999
[stage by stage]
| step | cells | cell area [µm²] | setup WS (ns) | utilization |
|---|---|---|---|---|
| after global placement | 5991 | 48720 | 4.441 | 0.4379 |
| after CTS | 6065 | 50050 | 4.896 | 0.4498 |
| final | 6066 | 50050 | 4.913 | 0.4498 |
| after global routing | 6066 | 50050 | 4.150 | 0.4498 |
| after detailed placement | 5991 | 48720 | 4.307 | 0.4379 |
| after floorplan | 4494 | 45400 | 6.502 | - |
[worst max-delay path, delay by kind of cell]
kind | cells | cell delay [ns]
compound gates | 16 | 4.38
xor+xnor | 2 | 0.54
simple gates | 4 | 0.76
buf+inv | 6 | 1.11
fa+ha+maj | 10 | 4.11
[final timing paths]
kind / endpoint
worst min-delay path: state2[0]$_DFF_P_
worst max register to register: sum[31]$_SDFFCE_PP0P_
worst min register to register: state2[0]$_DFF_P_
worst max-delay path: sum[31]$_SDFFCE_PP0P_
