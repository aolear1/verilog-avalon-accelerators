==> /design/flow/design.v <==
module dot(input logic clk, input logic rst_n,
           output logic slave_waitrequest,
           input logic [3:0] slave_address,
           input logic slave_read, output logic [31:0] slave_readdata,
           input logic slave_write, input logic [31:0] slave_writedata,
           input logic master_waitrequest,
           output logic [31:0] master_address,
           output logic master_read, input logic [31:0] master_readdata, input logic master_readdatavalid,
           output logic master_write, output logic [31:0] master_writedata);
    enum {Sload, Scocked1, Sfire1, Scocked2, Sfire2} state;
    logic [31:0] words_used, vec1_data, vec1_addr, vec2_addr;
    logic [31:0] parameters [0:4];
    assign slave_waitrequest = (state != Sload);
    assign master_read = ((state == Scocked1) | (state == Scocked2));
    assign master_write = 0;
    logic [63:0] dataMult;
    assign dataMult = {{32{vec1_data[31]}},vec1_data} * {{32{master_readdata[31]}},master_readdata};
    logic signed [31:0] sum;
    assign slave_readdata = sum;
    always_ff @(posedge clk) begin
        if (!rst_n) begin
            state <= Sload;
        end else begin
            case (state)
                Sload: begin
                    if (slave_write) begin
                        case(slave_address)
                            4'd0: begin
                                words_used <= 1;
                                vec2_addr <= parameters[2];
                                vec1_addr <= parameters[1];
                                master_address <= parameters[1];
                                sum <= 0;
                                state <= Scocked1;
                            end
                            4'd2, 4'd3, 4'd5: begin
                                parameters[slave_address-1] <= slave_writedata;
                            end
                        endcase
                    end else begin
                        state <= Sload;
                    end
                end
                Scocked1: begin
                    if(!master_waitrequest) begin
                        state <= Sfire1;
                    end else begin
                        state <= Scocked1;
                    end
                end
                Sfire1: begin
                    if(master_readdatavalid) begin
                        vec1_data <= master_readdata;
                        master_address <= vec2_addr;
                        state <= Scocked2;
                    end else begin
                        state <= Sfire1;
                    end
                end
                Scocked2: begin
                    if(!master_waitrequest) begin
                        state <= Sfire2;
                    end else begin
                        state <= Scocked2;
                    end
                end
                Sfire2: begin
                    if(master_readdatavalid) begin
                        sum <= sum + dataMult[47:16];
                        if (words_used == parameters[4]) begin
                            state <= Sload;
                        end else begin
                            words_used <= words_used + 1;
                            vec2_addr <= vec2_addr + 4;
                            vec1_addr <= vec1_addr + 4;
                            master_address <= vec1_addr + 4;
                            state <= Scocked1;
                        end
                    end else begin
                        state <= Sfire2;
                    end
                end
            endcase
        end
    end
endmodule: dot
==> /design/flow/run.sh <==
#!/bin/bash
# OpenROAD 26Q1-2900-gdf79404cd8, Yosys 0.63+post, stock flow scripts
make -C /OpenROAD-flow-scripts/flow DESIGN_CONFIG=/design/flow/config.mk WORK_HOME=/design/flow/orfs finish
==> /design/flow/config.mk <==
export PLATFORM = sky130hd
export DESIGN_NAME = dot
export DESIGN_NICKNAME = dot
export VERILOG_FILES = /design/flow/design.v
export SDC_FILE = /design/flow/constraint.sdc
export NUM_CORES = 4
export LEC_CHECK = 1
export CORE_UTILIZATION = 40
==> /design/flow/constraint.sdc <==
current_design dot

set clk_period 28.9
set clk_io_pct 0.2

create_clock -name clk0 -period $clk_period [get_ports {clk}]

set non_clock_inputs [all_inputs -no_clocks]
set_input_delay [expr $clk_period * $clk_io_pct] -clock clk0 $non_clock_inputs
set_output_delay [expr $clk_period * $clk_io_pct] -clock clk0 [all_outputs]
==> impl_metrics.tcl <==
# yosys + openroad results
set metrics [dict create \
    clock_latency_ns 0.57 \
    setup_violations 0 \
    dominantRegCellSynth "sky130_fd_sc_hd__edfxtp_1" \
    layout.filler_cells 9750 \
    finalHoldViolations 0 \
    dp.cells 5606 \
    post_drt_wl_per_cell_um 18.5 \
    final.period_utilization_pct 54.9 \
    initial_utilization_pct 40.4 \
    holdWs_ns 0.516 \
    cts_resizes 0 \
    overall_die_width_um 328 \
    warning_count 36 \
    cts.repair_timing.setup_buffer_count 0 \
    ant_nets 0 \
    finish.cell_count_without_fillers 5672 \
    syn-mean-instance-area_sq_um 10.1 \
    vias_per_cell 4.89 \
    seqCellArea_sq_um 8710 \
    routed-via-count 27800 \
    wire_length_of_the_first_global_routing_pass_um 171000 \
    layout-area-overhead-vs-synth_pct 9.75 \
    critical_path.most_common_cell "sky130_fd_sc_hd__fa_1" \
    required_ns 29.20 \
    gpl.final_weighted_congestion 0.894 \
    setup-tns-final_ns 0 \
    max-cap-violations 0 \
    postRouteWirelength_um 105000 \
    critPathMaxStageDelay_ns 0.68 \
    timing.max_slew.rel_slack_pct 45.0 \
    numCtsBuffers 38 \
    cts-htree-levels 2 \
    end_kind "register" \
    ys_types 68 \
    hp-class "register to register" \
    cts_tree "done" \
    drt_pass1_iterations 7 \
    finalClockSkew_ns 0.0396 \
    syn-cell-area_sq_um 42500 \
    io-pin-count 173 \
    async_reset_ff_share_pct 0 \
    globalRouteTotalUtil_pct 22.2 \
    reg2reg_start "vec1_data[12]$_DFFE_PP_" \
    place.port_buffers 138 \
    die_area_sq_um 108000 \
    combinational_gate_area_sq_um 29900 \
    timing.critical_path.slowest_stage_cell "sky130_fd_sc_hd__o41ai_1" \
    final_layout_size_suffix_gt1_share_pct 3.78 \
    crit_path_start_kind "input pin" \
    synth.yosys.chip_area_sq_um 42500 \
    final_max_slew_viol_count 0 \
    count_of_routing_violations_after_the_opening_detailed_route_iteration 1174 \
    row_count 119 \
    post_synth_inst_count 4196 \
    ys.flops 291 \
    timing.final.crit_period_ns 15.87 \
    die_h_um 328 \
    max_clock_freq_mhz 63.0 \
    vias_in_the_first_global_route 30300 \
    worst_setup_hold_path_clk_slew_ns 0.06 \
    largest_net_degree_at_the_start_of_global_routing 149 \
    cts_hold_buffers 0 \
    yosys.stat.seqShare_pct 20.5 \
    gr-total-overflow 0 \
    root_buffer "sky130_fd_sc_hd__clkbuf_16" \
    cts_max_path_buffers 3 \
    cp-startpoint "master_readdata[2]" \
    grt_antenna_before_repair 2 \
    detailed_place_hpwl_um 79300 \
    synth_top_area_share_pct 39.5 \
    hold_path.startpoint "parameters[2][17]$_DFFE_PP_" \
    core-area_sq_um 105000 \
    synthDominantAreaCellType "sky130_fd_sc_hd__fa_1" \
    enable_flop_cells 288 \
    grt_setup_unrepaired "false" \
    run_status "completed" \
    cts.sinks 291 \
    timing.setup.critical_path_class "input pin to register" \
    worst_pin_slew_ns 0.814 \
    num_antenna_cells 0 \
    drc_errors 0 \
    yosys-top-cells-area "sky130_fd_sc_hd__fa_1, sky130_fd_sc_hd__edfxtp_1, sky130_fd_sc_hd__inv_1" \
    critical_path.max_fanout 33 \
    yosys_warnings 33 \
    cells_in_synth_stat_txt 4196 \
    critPathArrivalTime_ns 16.17 \
]
cell usage after synthesis (7+ instances only):
cell	count
sky130_fd_sc_hd__xnor2_1	94
sky130_fd_sc_hd__o21ai_0	67
sky130_fd_sc_hd__clkbuf_1	189
sky130_fd_sc_hd__nand2b_1	14
sky130_fd_sc_hd__or3_1	18
sky130_fd_sc_hd__nand3_1	42
sky130_fd_sc_hd__nor4_1	10
sky130_fd_sc_hd__nand2_1	521
sky130_fd_sc_hd__nor2_1	130
sky130_fd_sc_hd__inv_1	825
sky130_fd_sc_hd__nand4_1	24
sky130_fd_sc_hd__xor2_1	108
sky130_fd_sc_hd__buf_1	7
sky130_fd_sc_hd__fa_1	839
sky130_fd_sc_hd__edfxtp_1	288
sky130_fd_sc_hd__a21oi_1	64
sky130_fd_sc_hd__o21bai_1	9
sky130_fd_sc_hd__and3_1	25
sky130_fd_sc_hd__nor2b_1	18
sky130_fd_sc_hd__nor3_1	16
sky130_fd_sc_hd__and2_1	494
sky130_fd_sc_hd__o21a_1	7
sky130_fd_sc_hd__a21o_1	47
sky130_fd_sc_hd__ha_1	206
sky130_fd_sc_hd__buf_4	33
sky130_fd_sc_hd__o211ai_1	8
sky130_fd_sc_hd__a221o_1	26
stage by stage:
step / instance area, sq um / setup slack, ns / utilization [%]
after global placement: 45400 / 12.41 / 43.1
after CTS: 46600 / 12.94 / 44.3
after detailed placement: 45400 / 12.38 / 43.1
after global routing: 46600 / 12.29 / 44.3
after floorplan: 42600 / 14.27 / -
final: 46600 / 13.03 / 44.3
registers in the layout (all words and copies together), names as in the netlist:
register,cells
state,3
parameters,96
words_used,32
vec2_addr,32
vec1_addr,32
vec1_data,32
master_address,32
sum,32
worst paths after layout:
check        cells after the start  slack, ns                 endpoint
max                             36      13.03    sum[30]$_SDFFCE_PN0P_
min                              2       0.52  vec2_addr[17]$_DFFE_PP_
max reg2reg                     34      18.37    sum[30]$_SDFFCE_PN0P_
min reg2reg                      2       0.52  vec2_addr[17]$_DFFE_PP_
worst max-delay path: cells and delay by family:
kind            cells  cell delay (ns)
xor+xnor            2             0.61
compound gates     11             3.39
fa+ha+maj          10             4.47
buf+inv             5             1.00
simple gates        8             0.90
cell usage in the layout, fill, tap and decap left out, types with 94 or more instances in the layout:
cell type	instances
sky130_fd_sc_hd__clkdlybuf4s50_1	138
sky130_fd_sc_hd__ha_1	206
sky130_fd_sc_hd__inv_1	825
sky130_fd_sc_hd__fa_1	839
sky130_fd_sc_hd__and2_1	494
sky130_fd_sc_hd__edfxtp_1	288
sky130_fd_sc_hd__xor2_1	108
sky130_fd_sc_hd__nand2_1	520
sky130_fd_sc_hd__xnor2_1	94
sky130_fd_sc_hd__nor2_1	127
cells by family after synthesis:
logic type,Yosys count,synth area share (%)
other cells,1,0.00882
simple gates,1331,15.7
buf+inv,1054,9.60
compound gates,271,4.41
flops,291,20.5
fa+ha+maj,1045,45.6
xor+xnor,203,4.20
cell type report:
class	instances	area share (%)
clock buffer	49	2.15
clock inverter	17	0.504
inverter	825	6.64
multi-input combinational	2883	64.1
sequential	291	18.7
tap	1391	3.73
timing repair buffer	216	4.24
routing by layer:
metal,vias up,GRT usage (%),share of wire [%]
met5,-,0.0887,0.016
met4,4,3.04,1.8
met3,98,10.9,11
met2,893,32.4,45
met1,14000,32.3,42
li1,12800,-,-
